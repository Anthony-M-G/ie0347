==> ./design.v <==
`timescale 1ns/1ps
module cajero_atm #(
    parameter INTENTOS_MAX = 3
)(
    input  wire        clk,
    input  wire        reset,
    input  wire        tarjeta_recibida,
    input  wire [3:0]  digito,
    input  wire        digito_stb,
    input  wire [15:0] pin_correcto,
    input  wire        tipo_trans,         
    input  wire [31:0] monto,
    input  wire        monto_stb,
    input  wire [63:0] balance_inicial,
    output reg  [63:0] balance_actualizado,
    output reg         balance_stb,
    output reg         entregar_dinero,
    output reg         fondos_insuficientes,
    output reg         pin_incorrecto,
    output reg         advertencia,
    output reg         bloqueo,
    output wire [3:0]  estado_actual,
    output wire [15:0] pin_ingresado_out
);
    assign estado_actual     = estado;
    assign pin_ingresado_out = pin_ingresado;
    localparam ESP_TARJ  = 0,
               LEER_PIN  = 1,
               VERIF_PIN = 2,
               PIN_OK    = 3,
               LEE_MONTO = 4,
               EVAL_OP   = 5,
               FONDOS_N  = 6,
               ACT_BAL   = 7,
               BLOQ_EST  = 8;
    reg [3:0] estado, sig_estado;
    reg [15:0] pin_ingresado;
    reg [2:0]  dig_cnt;
    reg [1:0]  intentos;
    reg        digito_stb_d;
    reg [31:0] monto_reg;
    reg        monto_ready;
    reg [63:0] balance_actual;
    reg        tarjeta_r;
always @(posedge clk or posedge reset) begin
    if (reset) begin
        estado           <= ESP_TARJ;        
        dig_cnt          <= 0;               
        pin_ingresado    <= 0;               
        intentos         <= 0;               
        digito_stb_d     <= 0;               
        tarjeta_r        <= 0;               
        monto_reg        <= 0;               
        monto_ready      <= 0;               
        balance_actual   <= 0;               
    end
    else begin
        estado       <= sig_estado;         
        digito_stb_d <= digito_stb;         
        tarjeta_r    <= tarjeta_recibida;   
        if (!tarjeta_r && tarjeta_recibida) begin
            balance_actual <= balance_inicial;  
            pin_ingresado  <= 0;                
            dig_cnt        <= 0;                
        end
        if (estado == LEER_PIN && digito_stb && !digito_stb_d) begin
            case (dig_cnt)
                0: pin_ingresado[15:12] <= digito;  
                1: pin_ingresado[11:8]  <= digito;  
                2: pin_ingresado[7:4]   <= digito;  
                3: pin_ingresado[3:0]   <= digito;  
            endcase
            dig_cnt <= dig_cnt + 1;  
        end
        if (monto_stb) begin
            monto_reg   <= monto;    
            monto_ready <= 1;        
        end
        if (estado == ACT_BAL && sig_estado == ESP_TARJ)
            balance_actual <= balance_actualizado;
        if (estado == VERIF_PIN && sig_estado == LEER_PIN)
            intentos <= intentos + 1;  
        else if (estado == PIN_OK)
            intentos <= 0;  
        if (estado == ACT_BAL)
            monto_ready <= 0;
    end
end
always @(*) begin
    sig_estado            = estado;           
    balance_stb           = 0;                
    entregar_dinero       = 0;                
    fondos_insuficientes  = 0;                
    pin_incorrecto        = 0;                
    advertencia           = 0;                
    bloqueo               = 0;                
    balance_actualizado   = balance_actual;   
    case (estado)
        ESP_TARJ: begin
            if (tarjeta_recibida)
                sig_estado = LEER_PIN;  
        end
        LEER_PIN: begin
            if (dig_cnt == 4)
                sig_estado = VERIF_PIN;  
        end
        VERIF_PIN: begin
            if (pin_ingresado == pin_correcto) begin
                sig_estado = PIN_OK;  
            end else begin
                pin_incorrecto = 1;  
                if (intentos == INTENTOS_MAX-1)
                    sig_estado = BLOQ_EST;  
                else begin
                    advertencia = (intentos == INTENTOS_MAX-2);  
                    sig_estado  = LEER_PIN;  
                end
            end
        end
        PIN_OK: begin
            sig_estado = LEE_MONTO;  
        end
        LEE_MONTO: begin
            if (monto_ready)
                sig_estado = EVAL_OP;  
        end
        EVAL_OP: begin
            if (!tipo_trans)
                sig_estado = ACT_BAL;  
            else if (balance_actual >= monto_reg)
                sig_estado = ACT_BAL;  
            else
                sig_estado = FONDOS_N;  
        end
        FONDOS_N: begin
            fondos_insuficientes = 1;  
            sig_estado           = ESP_TARJ;  
        end
        ACT_BAL: begin
            if (tipo_trans) begin
                balance_actualizado = balance_actual - monto_reg;  
                entregar_dinero     = 1;  
            end else begin
                balance_actualizado = balance_actual + monto_reg;  
            end
            balance_stb = 1;  
            sig_estado  = ESP_TARJ;  
        end
        BLOQ_EST: begin
            bloqueo = 1;  
        end
    endcase
end
endmodule
==> ./run.sh <==
#!/bin/bash
# OpenROAD 26Q1-2900-gdf79404cd8, Yosys 0.63+post, stock flow scripts
make -C /OpenROAD-flow-scripts/flow DESIGN_CONFIG=/design/flow/config.mk WORK_HOME=/design/flow/orfs finish
==> ./config.mk <==
export PLATFORM = sky130hd
export DESIGN_NAME = cajero_atm
export DESIGN_NICKNAME = cajero_atm
export VERILOG_FILES = /design/flow/design.v
export SDC_FILE = /design/flow/constraint.sdc
export NUM_CORES = 4
export LEC_CHECK = 1
export CORE_UTILIZATION = 40
==> ./constraint.sdc <==
current_design cajero_atm

set clk_period 10.1
set clk_io_pct 0.2

create_clock -name clk0 -period $clk_period [get_ports {clk}]

set non_clock_inputs [all_inputs -no_clocks]
set_input_delay [expr $clk_period * $clk_io_pct] -clock clk0 $non_clock_inputs
set_output_delay [expr $clk_period * $clk_io_pct] -clock clk0 [all_outputs]
==> impl_metrics.toml <==
# generated from flow reports
[sta]
relSlewSlack_pct = 43.1
tightest_slew_ns = 0.852
setup_tns_ns = 0
post-route-worst-setup-slack_ns = 3.20
finalCriticalPeriod_ns = 6.90
finClkSkew_ns = 0.0169
grt_setup_unrepaired = "false"
drv_slew = 0
finalCritPeriodShare_pct = 68.4
final-hold-violation-count = 0
setup_violations = 0
fmax_mhz = 145

[critical_path]
cp.arrival_ns = 4.88
rr_worst_depth = 12
path_max_fanout = 46
required_ns = 8.08
worstSetupPathType = "reg2out"
cp-end-kind = "output pin"
rr_endpoint = "balance_actual[62]"
reg2reg_slack_ns = 5.88
startpoint_type = "flip-flop"
reg2reg_from = "monto_reg[20]"

[yosys]
synthDistinctLibCells = 77
edf_count = 0
synth-main-ff-cell = "dfrtp_1"
yosysCellCount = 1570
yosysWarnings = 1
ys.flops = 124
synth_area_per_cell_um2 = 7.34
ys_area_um2 = 11500
synth_area_um2 = 11500
syn_inst = 1570
synthArstFlopShare_pct = 100
synth-seq-area-share_pct = 26.9

[drt]
drt_iter0_drc = 977
dr.pass1.iters = 5
post_drt_wl_per_cell_um = 20.6
wirelength_mm = 43.4
vias = 12300
ant_nets = 0
via_per_inst = 5.83
drc = 0
antennaDiodeCount = 0

[cts]
cts.sinks = 124
htreeDepth = 4
clockBufferDepth = 2
post_cts_buffers = 0
cts_made_buffers = 17
path_clk_slew_ns = 0.07
cts_tree = "yes"
cts-root-buf = "clkbuf_16"
cts_hold_buf = 0
clk_latency_ns = 0.44
post_cts_resized = 0

[global_routing]
antenna_found_initial = 0
grt_pass1_vias = 11700
grtUsageTotal_pct = 30.7
gr-total-overflow = 0
grt_max_degree = 65
grt_pass1_wl_mm = 67.5

[worst_hold_path]
hold_path_end = "intentos[0]"
min_from = "intentos[0]"
holdPathStages = 1
hp-class = "reg2reg"

[place]
dp_slack_ns = 3.36
dp_hpwl_mm = 33.2
port-buffer-count = 211
gp_congestion = 0.962

[power_and_ir_drop]
p_switching_uw = 1540
leakagePower_uw = 0.00591
p_per_area_nw_per_um2 = 230
pwr-share-clk_pct = 18.2
p_int_uw = 1770
seq_power_share_pct = 25.1
p_comb_share_pct = 56.7
swShare_pct = 46.5
irDropWorstVdd_uv = 137

[run]
maxCapViolations = 0
log.warning_count = 61

[run_status]
outcome = "finished, final reports clean"

[die]
die_y_um = 172
row_count = 61
core_um2 = 28100
die-width_um = 172
ios = 212
die_area_um2 = 29500
fp_util_pct = 41.0

[finish]
largest_reg_flops = 64
nFillCells = 2741
mostFrequentLayoutCell = "clkdlybuf4s50_1"
area_delta_synth_final_pct = 25.0
drive_gt1_share_pct = 5.28
mostFrequentLayoutCells = "209 x clkdlybuf4s50_1, 198 x nand2_1, 162 x nor2_1"
area by class of cell:
cell class                 count  area, µm²  share of cell area [%]
multi-input combinational   1263       7740                    53.7
sequential                   124       3100                    21.5
timing repair buffer         228       2230                    15.5
tap                          378        473                    3.28
clock buffer                  18        439                    3.05
inverter                      78        297                    2.06
clock inverter                14        123                   0.851
metrics by stage:
| step | power (µW) | instances | utilization, % | cell area, µm² | hold WS [ns] |
|---|---|---|---|---|---|
| after floorplan | 1960 | 1570 | - | 11500 | 0.460 |
| after global placement | 2700 | 2071 | 49.3 | 13800 | 0.502 |
| after detailed placement | 2690 | 2071 | 49.3 | 13800 | 0.516 |
| after CTS | 3310 | 2103 | 51.3 | 14400 | 0.525 |
| after global routing | 3580 | 2103 | 51.3 | 14400 | 0.544 |
| final | 3320 | 2103 | 51.3 | 14400 | 0.516 |
kinds of logic (layout without fill, tap and decap cells):
kind of cell | count (synthesis) | count (layout) | synth area share [%]
compound gates | 464 | 464 | 25.5
xor+xnor | 74 | 74 | 5.62
fa+ha+maj | 73 | 73 | 8.05
buf+inv | 183 | 338 | 6.13
flops | 124 | 124 | 26.9
mux | 25 | 25 | 2.26
simple gates | 627 | 627 | 25.5
cells in the mapped netlist, types with 5 or more instances:
cell type	instances	area [µm²]
nand2_1	198	743
nor2_1	162	608
o21ai_0	139	696
dfrtp_1	124	3100
a21oi_1	122	611
clkbuf_1	83	312
inv_1	77	289
ha_1	71	888
nand3_1	67	335
nor3_1	41	205
xnor2_1	38	333
xor2_1	36	315
and3_1	25	156
nor4_1	25	156
a211oi_1	19	143
a31oi_1	19	119
nor2b_1	18	113
mux2i_1	17	170
a21o_1	16	120
nand4_1	16	100
or3_1	16	100
and2_1	15	93.8
o211ai_1	14	105
o31ai_1	14	105
buf_1	13	48.8
nand2b_1	12	75.1
o21a_1	12	90.1
o22ai_1	10	62.6
o21bai_1	9	67.6
mux2_2	8	90.1
a211o_1	7	61.3
buf_2	7	35.0
a2111oi_0	6	52.6
a31o_2	6	52.6
a41oi_1	6	52.6
o221a_2	6	67.6
o311ai_0	6	52.6
or2_2	6	37.5
a221o_1	5	50.1
a221oi_1	5	43.8
a22oi_1	5	37.5
o31a_1	5	43.8
or4_1	5	37.5
how the worst max path moves through the flow:
stage                start                      end  slack [ns]  cells after the start
CTS              estado[1]  balance_actualizado[40]        3.20                     12
global route  monto_reg[8]  balance_actualizado[63]        2.78                     13
finish           estado[1]  balance_actualizado[40]        3.20                     12
routing by layer:
layer	GRT usage [%]	vias to the layer above	share of wire, %
met4	7.35	0	2.7
met5	0	-	0
met2	44.8	460	43
met1	47.6	5824	48
met3	5.32	61	7.0
li1	-	5906	-
worst max-delay path, stage by stage (launching register included):
cell	delay (ns)
dfrtp_1	0.53
nor2b_1	0.39
nand3_4	0.09
buf_4	0.31
clkinv_2	0.52
nand2_1	0.36
inv_1	0.35
nand2_1	0.13
nor4_1	0.36
nand2b_1	0.19
o21ai_0	0.49
xor2_1	0.19
clkdlybuf4s50_1	0.51
power groups by stage:
| stage | sequential, µW | clock (µW) | combinational [µW] |
|---|---|---|---|
| 4_1_cts | 831 | 613 | 1870 |
| 5_1_grt | 857 | 637 | 2090 |
| 6_report | 833 | 603 | 1880 |
Power is estimated from default activity; no workload was simulated.
